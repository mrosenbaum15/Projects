[design/flow/config.mk]
export PLATFORM = sky130hd
export DESIGN_NAME = addRoundKey
export DESIGN_NICKNAME = addRoundKey
export VERILOG_FILES = /design/flow/design.v
export SDC_FILE = /design/flow/constraint.sdc
export NUM_CORES = 4
export LEC_CHECK = 1
export CORE_AREA = 10 10 636 636
export DIE_AREA = 0 0 646 646
[design/flow/constraint.sdc]
current_design addRoundKey

set clk_period 20.9
set clk_io_pct 0.2

create_clock -name clk0 -period $clk_period

set non_clock_inputs [all_inputs -no_clocks]
set_input_delay [expr $clk_period * $clk_io_pct] -clock clk0 $non_clock_inputs
set_output_delay [expr $clk_period * $clk_io_pct] -clock clk0 [all_outputs]
[design/flow/design.v]
package SLC3_2;
   parameter op_ADD = 4'b0001;  
   parameter op_AND = 4'b0101;
   parameter op_NOT = 4'b1001;
   parameter op_BR  = 4'b0000;
   parameter op_JMP = 4'b1100;
   parameter op_JSR = 4'b0100;
   parameter op_LDR = 4'b0110;
   parameter op_STR = 4'b0111;
   parameter op_PSE = 4'b1101;
   parameter NO_OP = 15'b0;    
   parameter R0 = 3'b000;       
   parameter R1 = 3'b001;
   parameter R2 = 3'b010;
   parameter R3 = 3'b011;
   parameter R4 = 3'b100;
   parameter R5 = 3'b101;
   parameter R6 = 3'b110;
   parameter R7 = 3'b111;
   parameter p   = 3'b001;      
   parameter z   = 3'b010;
   parameter zp  = 3'b011;
   parameter n   = 3'b100;
   parameter np  = 3'b101;
   parameter nz  = 3'b110;
   parameter nzp = 3'b111;
   parameter outHEX = -1;
   parameter inSW = -1;
   function [15:0] opCLR ( input [2:0] DR );
      opCLR[15:12] = op_AND;
      opCLR[11: 9] = DR;
      opCLR[ 8: 6] = DR;
      opCLR[ 5   ] = 1'b1;
      opCLR[ 4: 0] = 5'b0;
   endfunction
   function [15:0] opAND ( input [2:0] DR, SR1, SR2 );
      opAND[15:12] = op_AND;
      opAND[11: 9] = DR;
      opAND[ 8: 6] = SR1;
      opAND[ 5: 3] = 3'b0;
      opAND[ 2: 0] = SR2;
   endfunction
   function [15:0] opANDi ( input [2:0] DR, SR, integer imm5 );
      opANDi[15:12] = op_AND;
      opANDi[11: 9] = DR;
      opANDi[ 8: 6] = SR;
      opANDi[ 5   ] = 1'b1;
      opANDi[ 4: 0] = imm5[4:0];
   endfunction
   function [15:0] opADD ( input [2:0] DR, SR1, SR2 );
      opADD[15:12] = op_ADD;
      opADD[11: 9] = DR;
      opADD[ 8: 6] = SR1;
      opADD[ 5: 3] = 3'b0;
      opADD[ 2: 0] = SR2;
   endfunction
   function [15:0] opADDi ( input [2:0] DR, SR, integer imm5 );
      opADDi[15:12] = op_ADD;
      opADDi[11: 9] = DR;
      opADDi[ 8: 6] = SR;
      opADDi[ 5   ] = 1'b1;
      opADDi[ 4: 0] = imm5[4:0];
   endfunction
   function [15:0] opINC ( input [2:0] DR );
      opINC[15:12] = op_ADD;
      opINC[11: 9] = DR;
      opINC[ 8: 6] = DR;
      opINC[ 5   ] = 1'b1;
      opINC[ 4: 0] = 1;
   endfunction
   function [15:0] opDEC ( input [2:0] DR );
      opDEC[15:12] = op_ADD;
      opDEC[11: 9] = DR;
      opDEC[ 8: 6] = DR;
      opDEC[ 5   ] = 1'b1;
      opDEC[ 4: 0] = -1;
   endfunction
   function [15:0] opNOT ( input [2:0] DR, SR );
      opNOT[15:12] = op_NOT;
      opNOT[11: 9] = DR;
      opNOT[ 8: 6] = SR;
      opNOT[ 5: 0] = 5'b1;
   endfunction
   function [15:0] opBR ( input [2:0] condition, integer PCoffset9 );
      opBR[15:12] = op_BR;
      opBR[11: 9] = condition;
      opBR[ 8: 0] = PCoffset9[8:0];
   endfunction
   function [15:0] opJMP ( input [2:0] BaseR );
      opJMP[15:12] = op_JMP;
      opJMP[11: 9] = 3'b0;
      opJMP[ 8: 6] = BaseR;
      opJMP[ 5: 0] = 6'b0;
   endfunction
   function [15:0] opRET ( );
      opRET[15:12] = op_JMP;
      opRET[11: 9] = 3'b0;
      opRET[ 8: 6] = R7;
      opRET[ 5: 0] = 6'b0;
   endfunction
   function [15:0] opJSR ( input integer PCoffset11 );
      opJSR[15:12] = op_JSR;
      opJSR[11   ] = 1'b1;
      opJSR[10: 0] = PCoffset11[10:0];
   endfunction
   function [15:0] opLDR ( input [2:0] DR, BaseR, integer offset6 );
      opLDR[15:12] = op_LDR;
      opLDR[11: 9] = DR;
      opLDR[ 8: 6] = BaseR;
      opLDR[ 5: 0] = offset6[5:0];
   endfunction
   function [15:0] opSTR ( input [2:0] SR, BaseR, integer offset6 );
      opSTR[15:12] = op_STR;
      opSTR[11: 9] = SR;
      opSTR[ 8: 6] = BaseR;
      opSTR[ 5: 0] = offset6[5:0];
   endfunction
   function [15:0] opPSE ( input [11:0] ledVect12 );
      opPSE[15:12] = op_PSE;
      opPSE[11: 0] = ledVect12;
   endfunction
endpackage
module addRoundKey(
        input logic [1407:0] total_key_sched,
        input logic [127:0] cur_msg,
        input logic [4:0] round_num,
        output logic [127:0] msg_output
);
logic [127:0] cur_key;
always_comb begin
    if(round_num == 4'd0)
        cur_key = total_key_sched[127:0];
    else if(round_num == 4'd1)
        cur_key = total_key_sched[255:128];
    else if(round_num == 4'd2)
        cur_key = total_key_sched[383:256];
    else if(round_num == 4'd3)
        cur_key = total_key_sched[511:384];
    else if(round_num == 4'd4)
        cur_key = total_key_sched[639:512];
    else if(round_num == 4'd5)
        cur_key = total_key_sched[767:640];
    else if(round_num == 4'd6)
        cur_key = total_key_sched[895:768];
    else if(round_num == 4'd7)
        cur_key = total_key_sched[1023:896];
    else if(round_num == 4'd8)
        cur_key = total_key_sched[1151:1024];
    else if(round_num == 4'd9)
        cur_key = total_key_sched[1279:1152];
    else if(round_num == 4'd10)
        cur_key = total_key_sched[1407:1280];
    else
        cur_key = 128'd0;
    msg_output = cur_msg ^ cur_key;
end
endmodule
[design/flow/run.sh]
#!/bin/bash
# OpenROAD 26Q1-2900-gdf79404cd8, Yosys 0.63+post, stock flow scripts
make -C /OpenROAD-flow-scripts/flow DESIGN_CONFIG=/design/flow/config.mk WORK_HOME=/design/flow/orfs finish
==> results.txt <==
Results of the flow run.

The number of gates resized after CTS was 0. The distinct cell type count of the synthesized netlist stands at between 60 and 70. The height of the chip stands at 646 µm. For hold timing, the worst endpoint is msg_output[113]. The script extracted a total leakage power of 13.81 nW. The final setup violation count stands at 0.

The final timing report lists a hold violation count of 0. The I/O pin count stands at 1669. At the placement stage, the worst setup path has a slack of 6.858 ns. The area share of the largest cell type after synthesis stands at 0.1285.

The number of hold buffers added after CTS was 0. In the finished design, the share of the clock period the worst path needs comes to 0.6677. The yosys stat cell total stands at slightly above 3000. In the log, the iteration count for the first detailed-route pass is 6.

Overall power consumption after layout is estimated at ~0.00086 W. The worst setup path is launched from a primary input. Setup repair after global routing left no endpoint under its margin. The slowest stage of the critical path belongs to the cell sky130_fd_sc_hd__clkdlybuf4s50_1.

The critical path's largest stage delay stands at roughly 0.63 ns. The number of placement rows stands at between 200 and 250. The final period demand of the worst path stands at around 14 ns.

Among the non-sequential cells, AND-OR/OR-AND gates take the most area. The transition time of the tightest slew-check pin stands at between 1 and 1.5 ns. The run finished with clean final reports.

The final max-slew violation count stands at 0. The area added between synthesis and finish stands at 110.4%. Sorting the synthesis cell report by count puts at the top sky130_fd_sc_hd__nand2_1. Across all setup checks in the final design, the least slack found is 6.945 ns. The area fraction in full adders, half adders and majority gates stands at 0. For this design the ratio of total power to cell area is approximately 19 mW/mm².

The required time at the worst-slack endpoint stands at 16.72 ns. The footprint of the flip-flops and latches stands at 0 µm². The tool warning count for the run is 33. The number of sequential cells in the layout stands at 0. After clock tree synthesis, the setup repair step added 0 buffers. Broken down by cell family, the worst path's largest delay share belongs to buffers and inverters.

The count of synthesis-stage warnings from yosys stands at 1. The final routed DRC violation total stands at 0. After synthesis, the mean cell area works out to 6.819 µm². The detailed-route via count stands at 36370.

The via count of the first global-routing pass came to 33940. The xor-xnor portion of the synthesized cell area stands at 0.01410. In this run the critical path is formed by clkdlybuf4s50_1 > buf_4 > or3b_4 > buf_4 > buf_4 > buf_4 > buf_4 > buf_4 > o22ai_1 > nor4_1 > nand2_1 > nand4bb_1 > clkdlybuf4s50_1. The data arrival time of the worst path stands at around 10 ns. The final weighted congestion recorded by global placement is 1.006. Adding up every negative setup slack in the final design gives 0 ns. The via density per instance stands at 3.652. Final hold analysis gives a worst-case slack of 9.292 ns. The remaining global-route overflow stands at 0. Looking at hold timing, the worst path starts from cur_msg[113]. The multiplexer fraction of the synthesized cell area stands at 0.1887. Entering global routing, the biggest net connects around 80 pins.

The sequential share of the synthesized area stands at 0. The number of antenna violations at the first check in global routing stands at 494. Per the layout report, the design carries 0 clock buffers.

In the placement report, post-DP HPWL is listed as 371400 µm. The wire length reported by the detailed router stands at between 400000 and 500000 µm. The cell that appears most often on the critical path is sky130_fd_sc_hd__buf_4. The placeable core region stands at between 0.3 and 0.4 mm². Of all nets on the critical path, the largest fanout is roughly 43. In the post-synthesis netlist, the biggest area contributors are sky130_fd_sc_hd__mux2i_1 13%, sky130_fd_sc_hd__or3b_2 7.1%, sky130_fd_sc_hd__a21oi_1 6.8%.

The path class of the tightest hold or removal check is in2out. The wire length of the first global-routing pass stands at 487600 µm. The critical path is of the in2out type. The fraction of layout cells with a size suffix above 1 stands at 0.1199. The synthesis area per yosys stands at 0.02112 mm².

For this configuration, the core starts out at a cell density of 0.05419. The slew check shows that the tightest pin keeps a relative margin of 0.1980. The wire length per cell stands at 41.28 µm.

The highest supply drop recorded on VDD is 10.29 µV. The final cell count without fillers stands at 9961. The synthesized instance count is 3097. The worst hold path was traced through 3 stages. STA classifies the critical path endpoint as an output pin. The biggest area contributor in the post-synthesis netlist is sky130_fd_sc_hd__mux2i_1.

The count of nets left with antenna violations after detail routing stands at 0. The area of the mapped netlist stands at 0.02112 mm². The number of DRC markers after the initial detailed-route iteration stands at 3036. Per the run summary, max-cap violations total 0.

The die covers 0.4173 mm². The global-route usage over all layers stands at 0.1898. The horizontal die dimension stands at approximately 650 µm.

The fmax stands at 0.07166 GHz. The cell total after placement stands at just under 10000. The synthesis run shows the most used standard cells to be 294 x sky130_fd_sc_hd__nand2_1, 286 x sky130_fd_sc_hd__a21oi_1, 271 x sky130_fd_sc_hd__mux2i_1, 217 x sky130_fd_sc_hd__clkbuf_1, 182 x sky130_fd_sc_hd__or3_1.

The cell-mix breakdown from Yosys lists the simple-gate area share as 0.3458. The buffering stage count on the worst path with inverters included stands at 8. The count of buffers added on input and output ports is 1669. In this run, the synthesized area fraction spent on AND-OR/OR-AND gates is recorded as 0.3685.
## kinds of logic after synthesis
family          after synthesis
compound gates             1101
buf+inv                     390
xor+xnor                     34
mux                         383
simple gates               1189
## area by class of cell
class,count,area (µm²)
fillers,45180,345200
multi-input cells,2707,19460
well taps,5197,6502
repair buffers,1814,17820
inverters,34,127.6
diodes,209,523.0
## tightest hold or removal path, cell delays in order
cell,delay (ns)
sky130_fd_sc_hd__clkdlybuf4s50_1,0.41
sky130_fd_sc_hd__xnor2_1,0.12
sky130_fd_sc_hd__clkdlybuf4s50_1,0.40
## routing by layer
metal  part of all wire  wire length [µm]  global-route usage
met4              0.045             18480             0.06456
met1               0.35            141900              0.2019
met2               0.52            212300              0.3466
met3              0.090             36980             0.06527
met5             0.0036              1462                   0
## where the power goes
part           switching (W)  leakage (nW)    internal, W
clock network              0       0.00133  0.00000000133
logic               0.000399          13.8       0.000457
registers                  0             0              0
## through the flow
stage                 util  cell area (µm²)
floorplan                -            21120
finish              0.1140            44430
global route        0.1137            44310
detailed placement  0.1127            43900
global placement    0.1126            43900
CTS                 0.1127            43900
## placed cells by master, fill, tap and decap left out, types with 8 or more instances in the layout
cell	netlist	routed
sky130_fd_sc_hd__diode_2	0	209
sky130_fd_sc_hd__a31o_2	88	88
sky130_fd_sc_hd__o22ai_1	106	106
sky130_fd_sc_hd__nand3_1	14	14
sky130_fd_sc_hd__a31oi_1	30	30
sky130_fd_sc_hd__a21o_1	88	88
sky130_fd_sc_hd__a21oi_1	286	286
sky130_fd_sc_hd__a32o_1	90	90
sky130_fd_sc_hd__nor3_1	95	94
sky130_fd_sc_hd__clkdlybuf4s50_1	0	1667
sky130_fd_sc_hd__o22a_1	19	19
sky130_fd_sc_hd__buf_4	11	144
sky130_fd_sc_hd__nor4_1	87	87
sky130_fd_sc_hd__or3b_2	172	172
sky130_fd_sc_hd__nand4bb_1	86	86
sky130_fd_sc_hd__nor2_1	79	79
sky130_fd_sc_hd__xor2_1	23	23
sky130_fd_sc_hd__and3_1	25	25
sky130_fd_sc_hd__or3_1	182	181
sky130_fd_sc_hd__nor3b_1	12	12
sky130_fd_sc_hd__o2111ai_1	22	22
sky130_fd_sc_hd__inv_1	34	34
sky130_fd_sc_hd__o221ai_1	25	25
sky130_fd_sc_hd__o21ai_1	8	8
sky130_fd_sc_hd__o32ai_1	87	86
sky130_fd_sc_hd__o211ai_1	89	89
sky130_fd_sc_hd__mux2_2	111	111
sky130_fd_sc_hd__xnor2_1	11	11
sky130_fd_sc_hd__nand2b_1	103	102
sky130_fd_sc_hd__o21ai_0	98	98
sky130_fd_sc_hd__nand3b_1	17	17
sky130_fd_sc_hd__mux2i_1	271	271
sky130_fd_sc_hd__nand2_1	294	292
## worst max path at each step
stage       startpoint             end  slack (ns)  cells after the start
4_1_cts   round_num[3]  msg_output[54]        6.84                     13
5_1_grt   round_num[3]  msg_output[86]        6.67                     14
6_report  round_num[3]  msg_output[54]        6.94                     13
Power and IR drop assume default switching activity.
