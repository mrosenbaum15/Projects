### design/flow/config.mk
export PLATFORM = sky130hd
export DESIGN_NAME = ball
export DESIGN_NICKNAME = ball
export VERILOG_FILES = /design/flow/design.v
export SDC_FILE = /design/flow/constraint.sdc
export NUM_CORES = 4
export LEC_CHECK = 1
export CORE_UTILIZATION = 40
### design/flow/constraint.sdc
current_design ball

set clk_period 26.3
set clk_io_pct 0.2

create_clock -name clk0 -period $clk_period [get_ports {Clk}]

set non_clock_inputs [all_inputs -no_clocks]
set_input_delay [expr $clk_period * $clk_io_pct] -clock clk0 $non_clock_inputs
set_output_delay [expr $clk_period * $clk_io_pct] -clock clk0 [all_outputs]
### design/flow/design.v
package SLC3_2;
   parameter op_ADD = 4'b0001;  
   parameter op_AND = 4'b0101;
   parameter op_NOT = 4'b1001;
   parameter op_BR  = 4'b0000;
   parameter op_JMP = 4'b1100;
   parameter op_JSR = 4'b0100;
   parameter op_LDR = 4'b0110;
   parameter op_STR = 4'b0111;
   parameter op_PSE = 4'b1101;
   parameter NO_OP = 15'b0;    
   parameter R0 = 3'b000;       
   parameter R1 = 3'b001;
   parameter R2 = 3'b010;
   parameter R3 = 3'b011;
   parameter R4 = 3'b100;
   parameter R5 = 3'b101;
   parameter R6 = 3'b110;
   parameter R7 = 3'b111;
   parameter p   = 3'b001;      
   parameter z   = 3'b010;
   parameter zp  = 3'b011;
   parameter n   = 3'b100;
   parameter np  = 3'b101;
   parameter nz  = 3'b110;
   parameter nzp = 3'b111;
   parameter outHEX = -1;
   parameter inSW = -1;
   function [15:0] opCLR ( input [2:0] DR );
      opCLR[15:12] = op_AND;
      opCLR[11: 9] = DR;
      opCLR[ 8: 6] = DR;
      opCLR[ 5   ] = 1'b1;
      opCLR[ 4: 0] = 5'b0;
   endfunction
   function [15:0] opAND ( input [2:0] DR, SR1, SR2 );
      opAND[15:12] = op_AND;
      opAND[11: 9] = DR;
      opAND[ 8: 6] = SR1;
      opAND[ 5: 3] = 3'b0;
      opAND[ 2: 0] = SR2;
   endfunction
   function [15:0] opANDi ( input [2:0] DR, SR, integer imm5 );
      opANDi[15:12] = op_AND;
      opANDi[11: 9] = DR;
      opANDi[ 8: 6] = SR;
      opANDi[ 5   ] = 1'b1;
      opANDi[ 4: 0] = imm5[4:0];
   endfunction
   function [15:0] opADD ( input [2:0] DR, SR1, SR2 );
      opADD[15:12] = op_ADD;
      opADD[11: 9] = DR;
      opADD[ 8: 6] = SR1;
      opADD[ 5: 3] = 3'b0;
      opADD[ 2: 0] = SR2;
   endfunction
   function [15:0] opADDi ( input [2:0] DR, SR, integer imm5 );
      opADDi[15:12] = op_ADD;
      opADDi[11: 9] = DR;
      opADDi[ 8: 6] = SR;
      opADDi[ 5   ] = 1'b1;
      opADDi[ 4: 0] = imm5[4:0];
   endfunction
   function [15:0] opINC ( input [2:0] DR );
      opINC[15:12] = op_ADD;
      opINC[11: 9] = DR;
      opINC[ 8: 6] = DR;
      opINC[ 5   ] = 1'b1;
      opINC[ 4: 0] = 1;
   endfunction
   function [15:0] opDEC ( input [2:0] DR );
      opDEC[15:12] = op_ADD;
      opDEC[11: 9] = DR;
      opDEC[ 8: 6] = DR;
      opDEC[ 5   ] = 1'b1;
      opDEC[ 4: 0] = -1;
   endfunction
   function [15:0] opNOT ( input [2:0] DR, SR );
      opNOT[15:12] = op_NOT;
      opNOT[11: 9] = DR;
      opNOT[ 8: 6] = SR;
      opNOT[ 5: 0] = 5'b1;
   endfunction
   function [15:0] opBR ( input [2:0] condition, integer PCoffset9 );
      opBR[15:12] = op_BR;
      opBR[11: 9] = condition;
      opBR[ 8: 0] = PCoffset9[8:0];
   endfunction
   function [15:0] opJMP ( input [2:0] BaseR );
      opJMP[15:12] = op_JMP;
      opJMP[11: 9] = 3'b0;
      opJMP[ 8: 6] = BaseR;
      opJMP[ 5: 0] = 6'b0;
   endfunction
   function [15:0] opRET ( );
      opRET[15:12] = op_JMP;
      opRET[11: 9] = 3'b0;
      opRET[ 8: 6] = R7;
      opRET[ 5: 0] = 6'b0;
   endfunction
   function [15:0] opJSR ( input integer PCoffset11 );
      opJSR[15:12] = op_JSR;
      opJSR[11   ] = 1'b1;
      opJSR[10: 0] = PCoffset11[10:0];
   endfunction
   function [15:0] opLDR ( input [2:0] DR, BaseR, integer offset6 );
      opLDR[15:12] = op_LDR;
      opLDR[11: 9] = DR;
      opLDR[ 8: 6] = BaseR;
      opLDR[ 5: 0] = offset6[5:0];
   endfunction
   function [15:0] opSTR ( input [2:0] SR, BaseR, integer offset6 );
      opSTR[15:12] = op_STR;
      opSTR[11: 9] = SR;
      opSTR[ 8: 6] = BaseR;
      opSTR[ 5: 0] = offset6[5:0];
   endfunction
   function [15:0] opPSE ( input [11:0] ledVect12 );
      opPSE[15:12] = op_PSE;
      opPSE[11: 0] = ledVect12;
   endfunction
endpackage
module  ball ( input         Clk,                 
                             Reset,               
                             frame_clk,           
               input [7:0]   keycode,
               input [9:0]   DrawX, DrawY,        
               output logic  is_ball,              
					output logic [3:0] LED_output
              );
    parameter [9:0] Ball_X_Center = 10'd320;   
    parameter [9:0] Ball_Y_Center = 10'd240;   
    parameter [9:0] Ball_X_Min = 10'd0;        
    parameter [9:0] Ball_X_Max = 10'd639;      
    parameter [9:0] Ball_Y_Min = 10'd0;        
    parameter [9:0] Ball_Y_Max = 10'd479;      
    parameter [9:0] Ball_X_Step = 10'd1;       
    parameter [9:0] Ball_Y_Step = 10'd1;       
    parameter [9:0] Ball_Size = 10'd4;         
    logic [9:0] Ball_X_Pos, Ball_X_Motion, Ball_Y_Pos, Ball_Y_Motion;
    logic [9:0] Ball_X_Pos_in, Ball_X_Motion_in, Ball_Y_Pos_in, Ball_Y_Motion_in;
    logic [7:0] a_key, s_key, d_key, w_key;
    always_comb begin
        a_key = 8'd4;
        s_key = 8'd22;
        d_key = 8'd7;
        w_key = 8'd26;
    end
    logic frame_clk_delayed, frame_clk_rising_edge;
    always_ff @ (posedge Clk) begin
        frame_clk_delayed <= frame_clk;
        frame_clk_rising_edge <= (frame_clk == 1'b1) && (frame_clk_delayed == 1'b0);
    end
    always_ff @ (posedge Clk)
    begin
        if (Reset)
        begin
            Ball_X_Pos <= Ball_X_Center;
            Ball_Y_Pos <= Ball_Y_Center;
            Ball_X_Motion <= 10'd0;
            Ball_Y_Motion <= Ball_Y_Step;
        end
        else
        begin
            Ball_X_Pos <= Ball_X_Pos_in;
            Ball_Y_Pos <= Ball_Y_Pos_in;
            Ball_X_Motion <= Ball_X_Motion_in;
            Ball_Y_Motion <= Ball_Y_Motion_in;
        end
    end
  function void check_boundaries;
      if( Ball_Y_Pos + Ball_Size >= Ball_Y_Max ) begin  
          Ball_Y_Motion_in = (~(Ball_Y_Step) + 1'b1);   
			 Ball_X_Motion_in = 10'd0;
		end
      else if ( Ball_Y_Pos <= Ball_Y_Min + Ball_Size ) begin  
          Ball_Y_Motion_in = Ball_Y_Step;
			 Ball_X_Motion_in = 10'd0;
		end
      else if( Ball_X_Pos + Ball_Size >= Ball_X_Max ) begin  
          Ball_X_Motion_in = (~(Ball_X_Step) + 1'b1);   
			 Ball_Y_Motion_in = 10'd0;
		end
      else if ( Ball_X_Pos <= Ball_X_Min + Ball_Size ) begin  
          Ball_X_Motion_in = Ball_X_Step;
			 Ball_Y_Motion_in = 10'd0;
		end
  endfunction
    always_comb
    begin
        Ball_X_Pos_in = Ball_X_Pos;
        Ball_Y_Pos_in = Ball_Y_Pos;
        Ball_X_Motion_in = Ball_X_Motion;
        Ball_Y_Motion_in = Ball_Y_Motion;
        if (frame_clk_rising_edge)
        begin
				check_boundaries();
				case (keycode)
                a_key :
                    begin
                        Ball_X_Motion_in = (~(Ball_X_Step) + 1'b1);   
                        Ball_Y_Motion_in = 10'd0;  
                        check_boundaries();
                    end
                s_key :
                    begin
                        Ball_X_Motion_in = 10'd0;  
                        Ball_Y_Motion_in = Ball_Y_Step;  
                        check_boundaries();
                    end
                d_key :
                    begin
                        Ball_X_Motion_in = Ball_X_Step;  
                        Ball_Y_Motion_in = 10'd0;  
                        check_boundaries();
                    end
                w_key :
                    begin
                        Ball_X_Motion_in = 10'd0;  
                        Ball_Y_Motion_in = (~(Ball_Y_Step) + 1'b1);   
                        check_boundaries();
                    end
    			default :  
                    begin
                        Ball_X_Motion_in = Ball_X_Motion_in; 
                        Ball_Y_Motion_in = Ball_Y_Motion_in;
                    end
    		endcase
            Ball_X_Pos_in = Ball_X_Pos + Ball_X_Motion;
            Ball_Y_Pos_in = Ball_Y_Pos + Ball_Y_Motion;
        end
    end
    int DistX, DistY, Size;
    assign DistX = DrawX - Ball_X_Pos;
    assign DistY = DrawY - Ball_Y_Pos;
    assign Size = Ball_Size;
    always_comb begin
        if ( ( DistX*DistX + DistY*DistY) <= (Size*Size) )
            is_ball = 1'b1;
        else
            is_ball = 1'b0;
		  if(Ball_X_Motion == 10'd1)
				LED_output = 4'b0100;
		  else if(Ball_Y_Motion == 10'd1)
				LED_output = 4'b0010;
		  else if(Ball_X_Motion == (~(Ball_X_Step) + 1'b1) )
				LED_output = 4'b0001;
		  else 
				LED_output = 4'b1000;
    end
endmodule
### design/flow/run.sh
#!/bin/bash
# OpenROAD 26Q1-2900-gdf79404cd8, Yosys 0.63+post, stock flow scripts
make -C /OpenROAD-flow-scripts/flow DESIGN_CONFIG=/design/flow/config.mk WORK_HOME=/design/flow/orfs finish
==> run summary <==
flow finished, numbers: GRT overflow=0, Hold Buf Count CTS=0, run status=finished, final reports clean, CTS clk-pin slew, worst paths=0.07 ns, post-DP HPWL=around 22 mm, routed wire length=around 24 mm, final setup TNS=0 ns, IO Count=36, vias per cell=approximately 5, fill cell count=around 2.7k, core region area=~28000 µm², clock sinks=26, first-pass GRT wire length=~41 mm, Finished Layout Cells=~1.7k, Yosys Instances=1301, post-synthesis sequential area ratio=approximately 4.5%, critical path launch point type=primary input, FMAX=49.6 MHz, MaxCap Viol Count=0, crit path kind=primary input to output pin, Root Buffer=clkbuf_16, Hold/Removal Path Class=register to register, Tcrit/Tclk final=76.6%, yosys stat chip area=11500 µm², CTS Buffer Depth=2, sequential cell area=~520 µm², CP max FO=10, synthesized netlist cell count=between 1k and 1.5k, FF+latch count, synth=26, main flop type=dfxtp_1, top cells by area=fa_1 (43%), ha_1 (14%), inv_1 (11%), async set-reset flop share out of synthesis=0%, RePlAce Congestion=0.914, DIE AREA=29400 µm², Gate Area=roughly 9600 µm², Die Width=about 170 µm, area leader, netlist=fa_1, Cells after DPL=1709, max_slew headroom=around 45%, H-tree depth=1, CTS Buf Count=3, area of the mapped netlist=approximately 11000 µm², Pre-Place Util=around two fifths, crit path DAT=between 10 and 15 ns, DRC=0, initial DRC count=380, TritonRoute pass-1 iters=4, crit-path max cell delay=between 0.5 and 0.6 ns, Hold Vio Cnt, Final=0, largest net degree at the start of global routing=33, CP Data Required Time=between 20 and 25 ns, WL/cell=roughly 14 µm, global-route usage over all layers=approximately a fifth, area of placed instances=approximately 12000 µm², Unique masters post-synth=slightly above 60, Slew Limit Fails=0, Yosys top cell area share=between 40 and 50%, Insertion Delay late pin=about 0.26 ns, Antenna Nets Post-Route=0, post-route minimum period=just over 20 ns, Avg Inst Size Synth=between 8 and 9 µm², Area Growth Syn to Fin=8.35%, CTS tree=yes, ant diodes=0, vias in the first global route=roughly 8.3k, unrepaired setup endpoints after global routing=no, Die Span Y=171 µm, setup bufs post-CTS=0, IO Port Bufs=35, Clock Skew=a little under 0.005 ns, CP endpoint kind=output pin, # rows=approximately 61, DR vias=8320, layout cells sized above 1=roughly 2.5%, crit-path most repeated cell=fa_1, slowest cell on the critical path=clkdlybuf4s50_1, # resized after CTS=0, antenna violations before repair=0, Log Warnings=32, EDFF count, synth=0, post-route cell area=between 10000 and 15000 µm², Final Setup Violations=0, Worst-Margin Slew=around 0.82 ns, Ys Warns=1
==> worst paths after layout <==
kind	start	slack [ns]	end	cells past startpoint
worst max register to register	Ball_Y_Motion[8]$_SDFFE_PP0P_	23.53	Ball_Y_Pos[9]$_SDFFE_PP0P_	8
worst min-delay path	frame_clk_delayed$_DFF_P_	0.39	frame_clk_rising_edge$_DFF_P_	1
worst min register to register	frame_clk_delayed$_DFF_P_	0.39	frame_clk_rising_edge$_DFF_P_	1
worst max-delay path	DrawY[0]	6.14	is_ball	29
==> cell families after synthesis <==
group,synth area share [%]
adders and majority gates,56.7
and+or+nand+nor,13.1
DFF,4.54
xor gates and xnor gates,3.64
buffers and inverters,11.8
AOI/OAI and AO/OA,9.59
muxes,0.611
==> routing by layer <==
layer  part of all wire [%]  GRT usage [%]
met2                     48           29.7
met3                    6.5           4.99
met1                     44           27.4
met5                      0              0
met4                    1.3           2.02
==> flip-flops by register name, indices dropped and copies added, names as in the netlist <==
name,count
Ball_X_Motion,2
Ball_X_Pos,10
Ball_Y_Motion,2
Ball_Y_Pos,10
frame_clk_delayed,1
frame_clk_rising_edge,1
==> cell usage in the layout, fill, tap and decap left out, types with 6 or more instances in the layout <==
cell type | Yosys | routed
inv_1 | 336 | 336
fa_1 | 246 | 246
nor2_1 | 133 | 133
ha_1 | 126 | 126
nand2_1 | 80 | 80
a21oi_1 | 39 | 39
o21ai_0 | 38 | 38
clkdlybuf4s50_1 | 0 | 35
xnor2_1 | 33 | 33
dfxtp_1 | 26 | 26
nor2b_1 | 21 | 21
nor3_1 | 19 | 19
nand2b_1 | 19 | 19
nand3_1 | 14 | 14
buf_4 | 0 | 13
a21o_1 | 12 | 12
xor2_1 | 11 | 11
a211oi_1 | 10 | 10
nor4_1 | 10 | 10
mux2i_1 | 7 | 7
clkinv_1 | 6 | 6
a211o_1 | 6 | 6
==> critical path: cells and delay by family <==
kind | cells | cell delay (ns)
adder cells (fa/ha/maj) | 10 | 4.56
AND-OR/OR-AND | 8 | 2.44
buffers and inverters | 7 | 1.88
AND/OR/NAND/NOR | 4 | 0.77
==> metrics by stage <==
step	hold WS, ns	setup WS (ns)	utilization, %
detailed placement	0.381	6.25	44.0
finish	0.388	6.14	44.4
global route	0.400	5.60	44.4
CTS	0.392	6.22	44.4
global placement	0.374	6.33	44.0
floorplan	0.367	8.01	-
==> layout make-up <==
type	instances	area share, %
multi-input combinational	915	77.2
inverter	342	10.3
clock inverter	1	0.242
sequential	26	4.19
timing repair buffer	48	3.60
tap	378	3.81
clock buffer	3	0.604
==> cell usage after synthesis, types with 3 or more instances <==
library cell,number
inv_1,336
fa_1,246
nor2_1,133
ha_1,126
nand2_1,80
a21oi_1,39
o21ai_0,38
xnor2_1,33
dfxtp_1,26
nor2b_1,21
nand2b_1,19
nor3_1,19
clkbuf_1,14
nand3_1,14
a21o_1,12
xor2_1,11
a211oi_1,10
nor4_1,10
mux2i_1,7
a211o_1,6
clkinv_1,6
and3_1,5
nor3b_1,5
o2111ai_1,5
o211ai_1,5
or2_2,5
or3_1,5
o21a_1,4
o31ai_1,4
a21boi_0,3
a31o_2,3
a31oi_1,3
and2_1,3
buf_1,3
nand3b_1,3
nor4b_1,3
o41ai_1,3
